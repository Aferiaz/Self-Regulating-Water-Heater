File: design.v
module SPI #(parameter WIDTH = 12)(CLK, MOSI, MISO, SC0, DATA_MOSI, DATA_MISO, dflag, MISOflag);
input CLK, SC0;
input MOSI;
input MISOflag;  
input [WIDTH-1:0] DATA_MISO;
output reg MISO;
output reg [WIDTH-1:0] DATA_MOSI;
output reg dflag;
reg [WIDTH-1:0] MISO_bitcounter, MOSI_bitcounter;
reg MOSIreg, MISO_flag_edge;
reg [WIDTH-1:0] MISOreg;  
initial
begin
	MOSI_bitcounter = 0;
	MISO_bitcounter = 0;
end
always @(posedge CLK)
begin
	MOSIreg <= MOSI;
	if(SC0 == 0)
	begin
		DATA_MOSI <= DATA_MOSI << 1;
		DATA_MOSI[0] <= MOSI;
		if(MOSI_bitcounter >= WIDTH)
		begin
			MOSI_bitcounter <= 1;
			dflag <= 1;  
		end
		else
		begin
			dflag <= 0;
			MOSI_bitcounter <= MOSI_bitcounter + 1;
		end
	end
	else
	begin
		DATA_MOSI <= 0;  
	end
end
always @(posedge CLK)
begin
	MISO_flag_edge <= MISOflag;
	if(MISOflag == ~MISO_flag_edge)
	begin
		MISOreg <= DATA_MISO;
		MISO <= 1;
	end
	else if(MISOflag == 1)  
	begin
		MISO <= MISOreg[0];
		MISOreg <= MISOreg >> 1;
		if(MISO_bitcounter >= (WIDTH-1))
		begin
			MISOreg <= DATA_MISO;
			MISO_bitcounter <= 0;
		end
		else
		begin
			MISO_bitcounter <= MISO_bitcounter + 1;
		end
	end
	else
	begin
		MISO <= 0;  
	end
end
endmodule
File: run.sh
#!/bin/bash
# OpenROAD 26Q1-2900-gdf79404cd8, Yosys 0.63+post, stock flow scripts
make -C /OpenROAD-flow-scripts/flow DESIGN_CONFIG=/design/flow/config.mk WORK_HOME=/design/flow/orfs finish
File: config.mk
export PLATFORM = sky130hd
export DESIGN_NAME = SPI
export DESIGN_NICKNAME = SPI
export VERILOG_FILES = /design/flow/design.v
export SDC_FILE = /design/flow/constraint.sdc
export NUM_CORES = 4
export LEC_CHECK = 1
export CORE_UTILIZATION = 30
File: constraint.sdc
current_design SPI

set clk_period 3.9
set clk_io_pct 0.2

create_clock -name clk0 -period $clk_period [get_ports {CLK}]

set non_clock_inputs [all_inputs -no_clocks]
set_input_delay [expr $clk_period * $clk_io_pct] -clock clk0 $non_clock_inputs
set_output_delay [expr $clk_period * $clk_io_pct] -clock clk0 [all_outputs]
==> changes_impl.md <==
### Physical design

- RSZ-0062 raised after global routing: false
- Drt initial violations: 34
- Library cells used by synthesis: 23
- Non-Filler Cell Area, Final: 2440 sq um
- Hpwl dp: approximately 1700 um
- FMAX: around 380 MHz
- Tool warning count: 28
- Post-Synthesis Cells: roughly 120
- Synth Warn #: 1
- Grt ovf: 0
- Top_reg_cell synth: edfxtp_1
- Net Switching: 197 uW
- Area after DPL: between 2000 and 2500 sq um
- Avg WL per Cell: 9.88 um
- Post-synth seq share: ~72%
- Critical Path RT: 3.95 ns
- Post-synth top area cell: edfxtp_1
- Die ar.: between 6000 and 7000 sq um
- Avg Inst Size Synth: around 16 sq um
- Row cnt: 28
- Worst-path clk slew: about 0.090 ns
- Peak supply drop: 0.280 mV
- Yosys stat area: 1930 sq um
- Status: finished, final reports clean
- Global placer's final weighted congestion: around 0.75
- P_leak: 0.940 nW
- Number of antenna violations at the first check in global routing: 0
- Critical Path Sink Type: flip-flop
- CTS sink count: 51
- Hold crit path type: reg2reg
- CP Max Fanout: 12
- CTS Buffer Depth: 2
- # fillers: 547
- Syn-to-layout area delta: 26.8%
- Final worst path period need: 2.65 ns
- Setup repair bufs after CTS: 0
- Register area: between 1000 and 1500 sq um
- # DRC: 0
- Setup TNS: 0 ns
- Max-area cell share: between 50 and 60%
- Tot GR Track Use: 8.56%
- Net Sw Frac: 20.4%
- Total wire length: 2390 um
- Core area: slightly above 6000 sq um
- IO Pins: 30
- CTS tree: done
- Number of flops mapped to enable cells by yosys: 37
- Synthesized cell area: between 1500 and 2000 sq um
- Relative slew margins: approximately 66%
- # Cells Yosys: between 100 and 150
- Flop pwr share: 63.9%
- Slew Limit Fails: 0
- # H-tree levels: 2
- PwrDens: about 400 nW/um^2
- Die x size: approximately 80 um
- Yosys top cell by instances: edfxtp_1
- Fp util: a little under a third
- 1st-pass router iterations: 2
- Worst R2R Setup Slack: a little under 2 ns
- Final Setup Violations: 0
- Final hold viol count: 0
- First-pass GRT wire length: about 4200 um
- Vias: between 900 and 1000
- Top cells by count, synth: edfxtp_1, dfxtp_1, nor2b_1, mux2_4, inv_1
- Arrival @ worst endpoint: around 2.7 ns
- Internal power: between 700 and 800 uW
- Vias in the first global route: 931
- CTS Hold Buffers Added: 0
- Post-DRT Antenna Nets: 0
- Slew @ Worst Pin: 0.502 ns
- Vias/cell: 4.05
- Clock root cell: clkbuf_8
- WS Path Type: in2reg
- Worst skew pair latency: about 0.30 ns
- Skew final: 0.00555 ns
- Height of the chip: a little over 80 um
- Dominant cells by area after synthesis: edfxtp_1, dfxtp_1, mux2_4, nor2b_1, ha_1
- Largest net degree at the start of global routing: 18
- # resized after CTS: 0
- Synthesized registers: 51
- N_diodes: 0
- MI comb area: roughly 550 sq um
- Fraction of layout cells with a size suffix above 1: between 10 and 15%
- Ys async rst share: 0%
- Number of port buffers: 29
- # Max-Cap Violations: 0
- Total CTS buffers: 5
- Combinational power share: 5.2%
- Clock network fraction of design power: 30.8%
- Final period util: 68.1%
- Worst setup SP type: primary input
layout make-up:
class | count | area share, %
sequential | 51 | 56.9
multi-input combinational | 71 | 22.4
timing repair buffer | 29 | 11.9
tap | 75 | 3.84
clock buffer | 5 | 2.82
inverter | 8 | 1.23
clock inverter | 3 | 0.922
registers in the layout, indices dropped and copies added, names as in the netlist:
| signal | cells |
|---|---|
| DATA_MOSI | 12 |
| MOSI_bitcounter | 12 |
| MISO_flag_edge | 1 |
| MISO_bitcounter | 12 |
| MISO | 1 |
| MISOreg | 12 |
| dflag | 1 |
power groups by stage:
stage                 registers [mW]  clock network, mW  logic, mW
after CTS                      0.618              0.314     0.0516
after global routing           0.621              0.336     0.0564
final                          0.617              0.298     0.0507
worst max-delay path: stages:
cell	delay, ns
clkdlybuf4s50_1	0.52
inv_1	0.06
ha_1	0.30
a21oi_1	0.15
nand4_2	0.44
mux2_4	0.45
cell families (layout without fill, tap and decap cells):
logic type,count (synthesis),after routing,synth area share (%)
other cells,1,16,0.195
flops,51,51,72.2
simple gates,33,33,11.4
xor+xnor,4,4,1.82
mux,11,11,8.18
compound gates,2,2,0.649
buf+inv,10,45,2.34
fa+ha+maj,5,5,3.25
per-stage QoR:
step / std cells / total power [mW] / setup WS, ns / hold slack [ns] / util [%]
2_1_floorplan: 132 / 0.653 / 1.79 / 0.414 / -
3_3_place_gp: 234 / 0.679 / 0.975 / 0.432 / 38.8
3_5_place_dp: 234 / 0.681 / 0.909 / 0.452 / 38.8
4_1_cts: 242 / 0.984 / 1.22 / 0.474 / 40.3
5_1_grt: 242 / 1.01 / 1.16 / 0.483 / 40.3
6_report: 242 / 0.966 / 1.25 / 0.465 / 40.3
cell usage in the layout (no fill, tap or decap), drive strengths merged:
master and instances:
nand2 2, edfxtp 37, mux2 11, ha 5, nand3b 1, nor2b 12, a21oi 1, clkdlybuf4s50 29
clkbuf 5, and2 1, nand3 3, dfxtp 14, xor2 2, nand4 3, nor4 4, clkinv 1
xnor2 2, conb 16, a21o 1, inv 10, nor2 7
metal layers:
metal,vias up,track usage [%],share of wire (%)
met3,5,2.56,5.4
met5,-,0,0
met4,0,1.58,2.3
met1,457,12.9,48
met2,23,13.1,44
li1,495,-,-
worst paths after layout:
check | from | to | depth (start not counted)
setup / recovery | MISOflag | MISOreg[8] | 6
hold / removal | MISOreg[0] | MISO | 1
setup reg to reg | MISO_flag_edge | MISOreg[8] | 5
hold reg to reg | MISOreg[0] | MISO | 1
Power is estimated from default activity; no workload was simulated.
